[flow/design.v]
module apb_slave_timer(clk, rst,
			psel, penable, pwrite, paddr, pwdata, prdata,
			pready,
			irq);
	input	clk;
	input	rst;
	input	psel;
	input	penable;
	input	pwrite;
	input	[15:0] paddr;
	input	[31:0] pwdata;
	output	reg [31:0] prdata;
	output	reg pready;
	output	irq;
	reg	[1:0] tmr_cfg;
	reg	[31:0] tmr_cnt;
	reg	[31:0] tmr_div;
	reg	[31:0] tmr_free_cnt;
	assign irq = tmr_cfg[1];
always	@(posedge clk) begin
	tmr_free_cnt <= tmr_free_cnt + 1;
	if (tmr_cfg[0]) begin
		tmr_cnt <= tmr_cnt - 1;
		if (tmr_cnt == 0) begin
			tmr_cnt <= tmr_div;
			tmr_cfg[1] <= 1;
		end
	end
	prdata <= 'bx;
	pready <= 0;
	if (psel) begin
		pready <= penable;
		if (penable && pwrite) begin
			case (paddr)
				0: begin
					tmr_cfg <= pwdata[1:0];
					if (tmr_cfg[0] ^ pwdata[0]) begin
						if (pwdata[0]) begin
							tmr_cnt <= tmr_div;
						end
					end
				end
				1: tmr_cnt <= pwdata;
				2: begin tmr_div <= pwdata;
				end
				3: tmr_free_cnt <= pwdata;
			endcase
		end
		case (paddr)
			0: prdata[1:0] <= tmr_cfg;
			1: prdata <= tmr_cnt;
			2: prdata <= tmr_div;
			3: begin
				prdata <= tmr_free_cnt;
			end
		endcase
	end
	if (rst) begin
		tmr_free_cnt <= 0;
		tmr_cnt <= 0;
		tmr_div <= 0;
		tmr_cfg <= 0;
	end
end
endmodule
[flow/run.sh]
#!/bin/bash
# OpenROAD 26Q1-2900-gdf79404cd8, Yosys 0.63+post, stock flow scripts
make -C /OpenROAD-flow-scripts/flow DESIGN_CONFIG=/design/flow/config.mk WORK_HOME=/design/flow/orfs finish
[flow/config.mk]
export PLATFORM = sky130hd
export DESIGN_NAME = apb_slave_timer
export DESIGN_NICKNAME = apb_slave_timer
export VERILOG_FILES = /design/flow/design.v
export SDC_FILE = /design/flow/constraint.sdc
export NUM_CORES = 4
export LEC_CHECK = 1
export CORE_UTILIZATION = 50
[flow/constraint.sdc]
current_design apb_slave_timer

set clk_period 8.3
set clk_io_pct 0.2

create_clock -name clk0 -period $clk_period [get_ports {clk}]

set non_clock_inputs [all_inputs -no_clocks]
set_input_delay [expr $clk_period * $clk_io_pct] -clock clk0 $non_clock_inputs
set_output_delay [expr $clk_period * $clk_io_pct] -clock clk0 [all_outputs]
==> notes.md <==
Reports from this run.

- The flow ran to the end, and the final reports show no timing, DRC or antenna violations.
- The CTS root buffer reads clkbuf_16.
- The number of clock sinks reads 131.
- The vertical die dimension reported for this design is 123.0 um.
- Setup repair after global routing left no endpoint under its margin.
- The number of warnings issued by yosys reads 1.
- The total inserted antenna cells reads 0.
- The max-capacitance violation count is 0.
- For the worst flop-to-flop path, the logic depth is 6.
- The maximum buffer depth of the clock tree is 2.
- At the later pin of the worst-skew pair, clock insertion delay measures 0.42 ns.
- The total half-perimeter wirelength after legalization and detailed placement is 17,570 um.
- The flip-flop cell with the highest count after synthesis is dfxtp_1.
- The overall die width is 123.0 um.
- STA classifies the critical path endpoint as a flop.
- For this run, the detailed router reports a per-instance via density of 6.358.
- The synthesis-to-layout area growth is 21.28%.
- The CTS tree reads built.
- The weighted congestion at the end of routability-driven global placement is 0.9643.
- The number of hold-repair buffers added at the cts stage reads 0.
- The placement-stage cell area is 0.008287 mm2.
- The worst setup path is of the in2reg kind.
- The iteration count of the initial detailed-routing pass reads 5.
- In this run the worst hold path is classified as reg2reg.
- The number of setup violations in the final report is 0.
- The final critical-path share of the clock period is 0.5372.
- The average detailed-routed wire length per instance is 21.35 um.
- The transition time at the pin with the least slew margin is 0.8985 ns.
- The launch instance of the worst register-to-register path reads tmr_cnt[4]$_SDFF_PP0_.
- In this run the power density over the cells is 166.1 mW/mm2.
- The H-tree depth reported by CTS is 4.
- The capture point of the worst reg-to-reg path reads tmr_cnt[8]$_SDFF_PP0_.
- The cell count listed in synth_stat.txt reads 962.
- After technology mapping, the gate count stands at 962.
- The start point of the critical path reads paddr[3].
- The initial antenna violation count is 0.
- The clock slew seen by the registers of the worst setup and hold paths is 0.06 ns.
- The leakage power in the latest report is 3.134 nW.
- The floorplan utilization reads 0.5197.
- The number of placed instances, taps included is 1,179.
- The setup clock skew after layout reads 0.005358 ns.
- The core outline area is 0.01410 mm2.
- After global routing the overflow that remains totals 0.
- The post-detailed-routing wire length reads 25,850 um.
- The total clock buffers created by CTS is 17.
- Fill cells in the final layout number 1,166.
- The final critical delay including setup and external delays reads 4.459 ns.
- The maximum number of pins on one net before global-route repair reads 60.
- The fraction of the yosys area taken by sequential cells reads 0.3580.
- The capture point of the worst path is tmr_cnt[24]$_SDFF_PP0_.
- The post-synthesis cell area is 0.007326 mm2.
- The arrival time at the worst endpoint is 4.73 ns.
- The number of global-route vias before repair is 7,251.
- The overall global routing resource usage reads 0.3640.
- The number of distinct library cells after synthesis is 64.
- The post-layout instance count excluding filler cells reads 1,211.
- The total power reads 1.475 mW.
- The total negative slack for setup checks reads 0 ns.
- The design area reads 0.008885 mm2.
- The number of gates resized after CTS was 0.
- The share of cells above drive strength 1 reads 0.07371.
- The DRC violation total after the first TritonRoute iteration reads 752.
- 87 I/O pins were placed.
- The OpenROAD warning count is 28.
- The final count of pins violating max slew is 0.
- Each instance of the synthesized netlist takes up on average 7.615 um2.
- The die area is 0.01514 mm2.
- Checking max transition, the worst relative margin is 0.3955.
- The via count reads 7,699.
- The number of design rule violations left after detail routing is 0.
- The number of flip-flops and latches in the synthesized netlist reads 131.
- STA classifies the critical path startpoint as a primary input.
- The yosys synthesis chip area is 0.007326 mm2.
- The number of endpoints with negative hold slack in the final report is 0.
- The number of routed nets with antenna violations is 0.
- According to the floorplan log, the row count is 43.
- The port buffer count reads 86.
- The required time of the critical path is 8.57 ns.
- The first-pass GRT wire length is 40,340 um.
- VDD sags by at most 0.0001695 V.
- Looking at the post-CTS report, the setup buffer insertion count equals 0.
- The number of enable flip-flop cells reads 0.
- The setup slack of the worst register-to-register path reads 4.98 ns.
- Timing would allow up to 224.3 MHz.
- The async set-reset flop share out of synthesis is 0.
- The largest fanout of any net on the critical path is 11.
[metal layers]
metal,GRT usage,vias to the layer above,share of wire,wire (um)
met4,0.06627,0,0.019,503
met5,0,-,0,0
met1,0.5563,3644,0.45,11750
met3,0.08616,36,0.090,2319
li1,-,3616,-,-
met2,0.5400,403,0.44,11280
[cells in the final DEF (no fill, tap or decap), types with 5 or more instances in the layout]
master / count
clkbuf_16: 17
o211ai_1: 8
o21ai_0: 61
xor2_1: 25
and4_1: 5
mux2i_1: 24
a211oi_1: 34
buf_4: 20
nand2_1: 157
nor2b_1: 15
o22ai_1: 14
nor3_1: 30
a21oi_1: 76
o31ai_1: 6
a22oi_1: 12
or3_1: 5
clkdlybuf4s50_1: 84
dfxtp_1: 131
and3_1: 14
nand3_1: 31
or4_1: 7
nor4b_1: 5
a31oi_1: 7
o21a_1: 9
inv_1: 14
nor4_1: 12
xnor2_1: 15
nor2_1: 83
nand4_1: 18
nand2b_1: 5
nor4_2: 9
o221ai_1: 6
[synthesized netlist by cell type (all sizes together) (12+ instances only)]
library cell	count	area share
buf	14	0.0089
nor2b	16	0.014
nor3	32	0.023
nor4	23	0.031
nand2	157	0.080
xor2	25	0.030
a21oi	76	0.052
nor2	84	0.043
o21ai	61	0.042
xnor2	15	0.018
nand3	32	0.023
a22oi	12	0.012
dfxtp	131	0.36
clkbuf	54	0.028
and3	14	0.012
a211oi	35	0.037
nand4	18	0.015
inv	14	0.0072
mux2i	24	0.033
o22ai	14	0.012
[worst max-delay path, stage by stage]
cell,delay [ns]
clkdlybuf4s50_1,0.42
nor4_2,0.46
nand4b_1,0.58
nor2_1,0.78
a22oi_1,0.33
buf_4,0.24
o211ai_1,0.15
o22ai_1,0.11
[cell families (layout without fill, tap and decap cells)]
| group | after synthesis | after routing | synth area share |
|---|---|---|---|
| AND-OR/OR-AND | 264 | 264 | 0.2275 |
| adder cells (fa/ha/maj) | 3 | 3 | 0.005124 |
| flip-flops | 131 | 131 | 0.3580 |
| buffers and inverters | 82 | 151 | 0.04372 |
| multiplexers | 27 | 27 | 0.03740 |
| XOR/XNOR | 40 | 40 | 0.04782 |
| AND/OR/NAND/NOR | 415 | 415 | 0.2804 |
[power breakdown]
part	internal, mW	total, mW	switching, mW	leakage, nW
Clock	0.469	0.760	0.291	0.287
Combinational	0.0357	0.0836	0.0479	1.79
Sequential	0.630	0.632	0.00163	1.06
[through the flow]
| stage | hold slack, ns | setup slack [ns] | util |
|---|---|---|---|
| after detailed placement | 0.4605 | 3.532 | 0.5879 |
| after CTS | 0.4701 | 3.957 | 0.6303 |
| after global routing | 0.4859 | 3.669 | 0.6303 |
| after floorplan | 0.4319 | 4.853 | - |
| after global placement | 0.4502 | 3.715 | 0.5879 |
| final | 0.4709 | 3.841 | 0.6303 |
[state kept, by name (all words and copies together) (netlist names)]
signal        count
tmr_cfg           2
pready            1
prdata           32
tmr_free_cnt     32
tmr_div          32
tmr_cnt          32
[cell type report]
class,instances,area (um2),share of cell area
inverter,14,52.55,0.005915
sequential,131,2623,0.2952
tap,180,225.2,0.02535
timing repair buffer,105,996.0,0.1121
multi-input combinational,749,4390,0.4942
clock buffer,22,474.2,0.05337
clock inverter,10,123.9,0.01394
[worst min path at each step]
stage                        start                        to  slack [ns]  depth (start not counted)
6_report  tmr_div[15]$_SDFFE_PP0P_  tmr_div[15]$_SDFFE_PP0P_        0.47                          2
5_1_grt   tmr_div[15]$_SDFFE_PP0P_  tmr_div[15]$_SDFFE_PP0P_        0.49                          2
4_1_cts   tmr_div[15]$_SDFFE_PP0P_  tmr_div[15]$_SDFFE_PP0P_        0.47                          2
Power figures rest on the tool's default switching activity, not on a simulated workload.
